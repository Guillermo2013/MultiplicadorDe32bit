==> ./config.mk <==
export PLATFORM = sky130hd
export DESIGN_NAME = ClkDiv
export DESIGN_NICKNAME = ClkDiv
export VERILOG_FILES = /design/flow/design.v
export SDC_FILE = /design/flow/constraint.sdc
export NUM_CORES = 4
export LEC_CHECK = 1
export CORE_AREA = 10 10 96 96
export DIE_AREA = 0 0 106 106
==> ./constraint.sdc <==
current_design ClkDiv

set clk_period 5.4
set clk_io_pct 0.2

create_clock -name clk0 -period $clk_period [get_ports {clk}]

set non_clock_inputs [all_inputs -no_clocks]
set_input_delay [expr $clk_period * $clk_io_pct] -clock clk0 $non_clock_inputs
set_output_delay [expr $clk_period * $clk_io_pct] -clock clk0 [all_outputs]
==> ./design.v <==
`timescale 1ns / 1ps
module ClkDiv(
    input clk,
    output clk1hz
    );
	reg [24:0] counter;
	reg clk1hz_buff;
	assign clk1hz = clk1hz_buff;
	always @ (posedge clk)
	begin
		 counter = counter + 1;
		 if (counter == 25000000) begin
			  clk1hz_buff = !clk1hz_buff;
			  counter = 25'h0;
		 end
	end
	initial begin
		clk1hz_buff = 0;
		counter = 25'h0;
	end
endmodule
==> ./run.sh <==
#!/bin/bash
# OpenROAD 26Q1-2900-gdf79404cd8, Yosys 0.63+post, stock flow scripts
make -C /OpenROAD-flow-scripts/flow DESIGN_CONFIG=/design/flow/config.mk WORK_HOME=/design/flow/orfs finish
==> results_slide.txt <==
Synthesis and Place & Route Summary

Global route
  • GRT Residual Overflow: 0
  • GRT Util Overall: roughly 5.1%
  • Largest net degree at the start of global routing: 15
  • Vias in the first global route: around 1100
  • Initial antenna violation count: 0
  • First-pass GRT wire length: around 5000 um

Routing
  • Ant diodes: 0
  • DR vias/cell: 4.336
  • Met3 WL post-DR: 155 um
  • DRT Wirelength: between 2000 and 3000 um
  • Top Layer Used: met4
  • Drt initial violations: between 50 and 60
  • WL met1: ~1500 um
  • TritonRoute pass-1 iters: 4
  • # DRC: 0
  • DR vias: approximately 1100
  • DR WL/cell: around 11 um
  • ANT nets after route: 0
  • WL met2: 1118 um

Die
  • Area of the core: between 0.007 and 0.008 mm2
  • Floorplan Utilization: 20.15%
  • Die X: about 110 um
  • DIE AREA: 0.01124 mm2
  • Overall die height: about 110 um
  • Core Rows: 31
  • Io pins: 2

Critical path
  • CP endpoint kind: flip-flop
  • Reg2reg path depth: 7
  • Worst Path Required: 5.40 ns
  • Crit-path max FO: 10
  • Crit start category: flip-flop
  • Cell count along the critical path: 7
  • Crit-path cells: ha_1 -> nand3_2 -> or4_1 -> o311a_1 -> or4_1 -> nor4b_1 -> and4bb_1
  • Crit path DAT: a little over 3 ns
  • CP bufs+invs: 0
  • Reg-to-reg startpoint: counter[0]
  • Critical path class: flip-flop to flip-flop
  • CP most frequent cell: or4_1
  • Critical Path Sink: clk1hz_buff
  • Worst reg2reg setup slack: ~2.3 ns
  • Slowest stage delay, CP: ~0.55 ns
  • CP max stage cell: or4_1
  • CP top delay family: simple AND/OR/NAND/NOR gates
  • Worst setup path start: counter[0]
  • FF-to-FF End: clk1hz_buff

Layout
  • Fillcell total: 812
  • Final Cell Area: roughly 0.0016 mm2
  • Area growth, synth to finish: 9.553%
  • Fraction of layout cells with a size suffix above 1: a little under a tenth

CTS
  • Setup bufs post-CTS: 0
  • H-tree depth: 1
  • Clock sink count: 26
  • CTS tree: built
  • Post-CTS Resized: 0
  • CTS clk-pin slew, worst paths: roughly 0.10 ns
  • CTS root buf: clkbuf_8
  • Total CTS buffers: 3
  • CTS Buffer Depth: 2
  • Latency at later pin: roughly 0.27 ns
  • CTS Hold Bufs: 0

Synth
  • Synth Area per Inst: just under 9 um2
  • Primary FF master, synth: dfxtp_1
  • Top area cell types: dfxtp_1 34%, xnor2_1 6.0%, xor2_1 5.4%
  • Post-synth ARST share: 0%
  • Yosys cell types: 46
  • Seq/Total Area, Yosys: 36.49%
  • Post-synth area from yosys stat: 0.001454 mm2
  • Area fraction in compound gates: a little over an eighth
  • Post-Syn Instances: roughly 170
  • Post-Synthesis Cell Area: between 0.001 and 0.0015 mm2
  • Top cells by count: 25 x dfxtp_1, 15 x a21oi_1, 12 x nand2_1, 12 x nor2_1, 10 x xnor2_1
  • Yosys Instances: approximately 170
  • EDFF count, synth: 1
  • Adder Area Share: less than 1%
  • And+or+nand+nor area frac: between 30% and 40%
  • Synth mux share: 0.6885%
  • Area leader, netlist: dfxtp_1
  • Xor/xnor share: 11.45%
  • Area leader share: 34.42%
  • Most frequent cell after synthesis: dfxtp_1
  • Seq cells post-synth: 26
  • Ys Warns: 1
  • Synth logic family: simple AND/OR/NAND/NOR gates

STA
  • Slew of the pin with the lowest slew margin: roughly 0.74 ns
  • Max Slew Vio Count: 0
  • Fin. Hold Viols: 0
  • Cycle use final: between 50% and 60%
  • Final hold slack: roughly 0.54 ns
  • Unrepaired setup endpoints after global routing: false
  • Worst clock skew: 0.008382 ns
  • Setup violators final: 0
  • Achievable Freq: between 300 and 400 MHz
  • Final Critical Period: between 3 and 4 ns
  • Setup TNS: 0 ns
  • Slew headroom: roughly 50%

Power and ir drop
  • Static leakage: around 0.00056 uW
  • PwrDens: 201.2 mW/mm2
  • VDD IR max: 0.0001400 V

Place
  • DP HPWL: roughly 2000 um
  • Cell area after placement: 0.001538 mm2
  • RD Place Congestion: 0.8529
  • IO Port Bufs: 1

Flow run
  • Maxcap violations: 0
  • Tool warning count: 25

Outcome
  • Status: complete, no violations

Min path
  • Min-delay worst type: flip-flop to flip-flop
==> layer usage <==
| metal | track usage (%) | vias up |
|---|---|---|
| li1 | - | 597 |
| met1 | 7.646 | 508 |
| met2 | 7.509 | 27 |
| met3 | 1.284 | 4 |
| met4 | 0.6770 | 0 |
| met5 | 0 | - |
==> report_power, final <==
group | internal [uW] | leakage [uW] | switching (uW)
logic | 0 | 0.000316 | 0
clock network | 65.2 | 0.0000288 | 62.6
registers | 193 | 0.000213 | 0
==> sequential cells by signal (all words and copies together) (netlist names) <==
signal	count
counter	25
clk1hz_buff	1
==> cell type report <==
type	instances	area (um2)	area share, %
Multi-Input combinational cell	124	839.6	52.71
Sequential cell	26	530.5	33.31
Tap cell	99	123.9	7.777
Inverter	7	26.28	1.650
Clock buffer	4	55.05	3.456
Timing Repair Buffer	2	17.52	1.100
==> through the flow <==
step,util [%],cells,setup WS [ns],total power [uW]
after floorplan,-,167,2.694,197.1
after global placement,21.31,258,2.370,197.1
after detailed placement,21.31,258,2.350,197.1
after CTS,22.08,262,2.325,324.5
after global routing,22.08,262,2.056,333.2
final,22.08,262,2.318,320.4
==> layout by cell type, fill, tap and decap left out, types with 2 or more instances in the layout <==
cell,n
a2111oi_0,3
a21oi_1,15
a31oi_1,2
and3_1,2
and4_1,3
clkbuf_8,4
dfxtp_1,25
inv_1,7
nand2_1,12
nand2b_1,4
nand3_1,9
nand4_1,5
nand4_2,2
nor2_1,12
nor3_1,5
nor4_1,2
or2_2,2
or3_1,3
or4_1,4
xnor2_1,10
xor2_1,9
==> worst min-delay path by stage <==
stage / cells past startpoint / end / from / slack [ns]
4_1_cts: 1 / counter[9] / counter[9] / 0.54
5_1_grt: 1 / clk1hz_buff / clk1hz_buff / 0.56
6_report: 1 / counter[9] / counter[9] / 0.54
==> cells by family (layout without fill, tap and decap cells) <==
logic type,count (synthesis),in the layout
AOI/OAI and AO/OA,30,30
xor gates and xnor gates,19,19
adders and majority gates,1,1
buffers and inverters,17,13
DFF,26,26
muxes,1,1
and+or+nand+nor,73,73
Power and IR drop assume default switching activity.
