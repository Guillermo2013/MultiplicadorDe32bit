File: run.sh
#!/bin/bash
# OpenROAD 26Q1-2900-gdf79404cd8, Yosys 0.63+post, stock flow scripts
make -C /OpenROAD-flow-scripts/flow DESIGN_CONFIG=/design/flow/config.mk WORK_HOME=/design/flow/orfs finish
File: config.mk
export PLATFORM = sky130hd
export DESIGN_NAME = FSM
export DESIGN_NICKNAME = FSM
export VERILOG_FILES = /design/flow/design.v
export SDC_FILE = /design/flow/constraint.sdc
export NUM_CORES = 4
export LEC_CHECK = 1
export CORE_AREA = 10 10 70 70
export DIE_AREA = 0 0 80 80
File: constraint.sdc
current_design FSM

set clk_period 1.0
set clk_io_pct 0.2

create_clock -name clk0 -period $clk_period [get_ports {clk}]

set non_clock_inputs [all_inputs -no_clocks]
set_input_delay [expr $clk_period * $clk_io_pct] -clock clk0 $non_clock_inputs
set_output_delay [expr $clk_period * $clk_io_pct] -clock clk0 [all_outputs]
File: design.v
`timescale 1ns / 1ps
module FSM(
	 input clk,
	 input reset,
	 input [31:0]Qsub0,
	 input [31:0]N,
	 output reg [1:0]B_sel,
	 output reg[1:0]Q_sel,
	 output reg[1:0]A_sel,
	 output reg[1:0]N_sel
    );
	reg [2:0] current_state;
	reg [2:0] next_state;
	always @(current_state )
	begin
		case (current_state)
		3'b000:
		begin
			B_sel = 2'b00;
			Q_sel = 2'b00;
			A_sel = 2'b00;
			N_sel = 2'b00;
			if (Qsub0[0] )
				next_state = 3'b001;
			else
				next_state = 3'b010;
		end
		3'b001:
		begin
			B_sel = 2'b10;
			Q_sel = 2'b10;
			A_sel = 2'b01;
			N_sel = 2'b10;
			next_state = 3'b010;
		end
		3'b010:
		begin
			B_sel = 2'b01;
			Q_sel = 2'b10;
			A_sel = 2'b10;
			N_sel = 2'b10;
			next_state = 3'b011;
		end
		3'b011:
		begin
			B_sel = 2'b10;
			Q_sel = 2'b01;
			A_sel = 2'b10;
			N_sel = 2'b10;
			next_state = 3'b100;
		end
		3'b100:
		begin
			B_sel = 2'b10;
			Q_sel = 2'b10;
			A_sel = 2'b10;
			N_sel = 2'b01;
			if(N != 0)
				begin
					if (Qsub0[0])
						next_state = 3'b001;
					else
						next_state = 3'b010;
				end
			else
				next_state = 3'b101;
		end
		3'b101:
		begin
			B_sel = 2'b10;
			Q_sel = 2'b10;
			A_sel = 2'b10;
			N_sel = 2'b10;
			next_state = 3'b101;
		end		
		endcase
	end
	always@(posedge clk)
	begin
		if(reset)
			current_state = 3'b000;
		else 
			current_state = next_state;
	end
 initial 
 begin
	current_state = 3'b000;
 end
endmodule
==> impl_metrics.yaml <==
# yosys + openroad results
status:
  status: "finished clean"
logic_synthesis:
  topCombFamilyByArea: "simple AND/OR/NAND/NOR gates"
  yosysTopAreaCellShare_pct: 34.3
  ys_warn_count: 1
  mux_share_pct: 0
  edf_count: 0
  topCellsByArea: "dlxtn_1 (34%), dfxtp_1 (12%), nor4_1 (10%), ha_1 (5.2%), nor2b_1 (5.2%)"
  synthSimpleGateAreaFrac_pct: 29.4
  ys_sh_adder_pct: 5.19
  ys_sh_aoi_pct: 15.6
  syn-cell-area_sq_um: 482
  ys.flops: 14
  top_area_cell: "dlxtn_1"
  synth_xor_xnor_area_share_pct: 0
  yosysUniqueCellTypes: 21
  async_flop_share_pct: 0
  flop_cell: "dlxtn_1"
  synth_stat.cells: 54
  yosys_area_sq_um: 482
  syn_inst: 54
  avgSynthCellArea_sq_um: 8.92
clock_network:
  h-tree-depth: 1
  post_cts_buffers: 0
  ctsResizeCount: 0
  path_clk_slew_ps: 40
  cts.root.buffer_cell: "clkbuf_4"
  clk_path_buf_depth: 2
  cts_tree: "built"
  hold_buffers: 0
  cts_buffers: 3
finish:
  syn2layout_area_growth_pct: 105
  drive_above_1_share_pct: 5.00
  most-common-layout-cells: "clkdlybuf4s50_1 (42), dlxtn_1 (11), nor4_1 (8)"
  combGateArea_sq_um: 241
  mostFrequentLayoutCell: "clkdlybuf4s50_1"
  fillCellCount: 373
  final_util_pct: 28.9
  fin_cells: 146
  final-seq-area_sq_um: 225
critical_path:
  cp_max_fo: 3
  cp.arrival_ps: 750
  crit_path_start_kind: "primary input"
  path_delay_family: "buffers and inverters"
  setup.worst_path.end_class: "register"
  path_buffers: 1
  slowest_delay_ps: 500
  crit_chain: "clkdlybuf4s50_1 > nor2b_1"
  cp.required_ps: 1120
  critPathKind: "in -> reg"
  slowest_stage: "clkdlybuf4s50_1"
placement:
  dp_slack_ps: 125
  hpwl_mm: 1.50
  gp_routability_congestion: 0.824
  portBuffers: 42
  dp_cells: 142
flow_run:
  warnings: 57
  maxCapViolations: 0
floorplanning:
  die_area_sq_um: 6400
  core_sq_um: 3420
  initCoreUtil_pct: 14.1
  rows: 21
  ios: 74
  die_h_microns: 80
  die_x_microns: 80
route:
  avgRoutedWirePerCell_microns: 11.5
  drc: 0
  totalWireLength_mm: 1.68
  viasPerCell: 3.86
  vias: 564
  dr.first_iter.drc_count: 23
  antenna_left: 0
  n_antenna_cell: 0
  first_pass_iters: 4
final_timing:
  fin_crit_sh_pct: 63.1
  setup_violations: 0
  rsz0062_at_grt: "false"
  fin_ws_ps: 369
  tightest_slew_ps: 299
  untimed_endpoints: 19
  max_slew_margin_pct: 79.8
  slew_violations: 0
  finalCriticalPeriod_ps: 631
  fmax_ghz: 1.59
  timing.setup.tns_ps: 0
  finalHoldViolations: 0
  unclocked_pins: 11
power:
  total_power_mw: 0.501
  peakVddDrop_mv: 0.142
  p_per_area_nw_per_um2: 508
  p_leak_nw: 0.388
global_routing:
  grt_use_total_pct: 5.02
  antenna_found_initial: 0
  grt_max_degree: 12
  grt_overflow_total: 0
  grt_pass1_wl_mm: 2.64
  grt_pass1_vias: 625
worst_hold_path:
  hold_path_class: "in -> reg"
-- routing by layer --
| layer | global-route usage, % | part of all wire (%) | vias to the layer above | routed length (microns) |
|---|---|---|---|---|
| li1 | - | - | 293 | - |
| met5 | 0 | 0 | - | 0 |
| met1 | 5.58 | 38 | 239 | 640 |
| met2 | 7.87 | 46 | 30 | 780 |
| met4 | 1.23 | 1.2 | 0 | 21 |
| met3 | 3.18 | 14 | 2 | 242 |
-- cell families (layout without fill, tap and decap cells) --
group,after synthesis,count (layout)
compound gates,9,9
latches,11,11
fa+ha+maj,2,2
simple gates,25,25
flops,3,3
buf+inv,4,50
-- report_power, final --
| group | total [mW] | internal, mW | switching [mW] |
|---|---|---|---|
| clock | 0.207 | 0.149 | 0.0578 |
| combinational | 0.165 | 0.130 | 0.0352 |
| sequential | 0.129 | 0.125 | 0.00387 |
| total | 0.501 | 0.404 | 0.0968 |
-- worst paths after layout --
kind   from                          end  cells after the start
min   reset  current_state[2]$_SDFF_PP0_                      2
max   reset  current_state[0]$_SDFF_PP0_                      2
-- cell usage after synthesis (2+ instances only) --
master / n
ha_1: 2
nor2_1: 5
nand2_1: 2
dlxtn_1: 11
nand2b_1: 2
dfxtp_1: 3
a21oi_1: 2
nor2b_1: 4
nand4_1: 2
nor4_1: 8
inv_1: 3
-- flip-flops by register name, summed over array words and instances (netlist names) --
register,cells
next_state,3
A_sel,2
current_state,3
B_sel,2
Q_sel,2
N_sel,2
-- per-stage QoR --
stage                     cell area, sq um  hold WS (ps)
after floorplan                        482           272
after global placement                 960           783
after detailed placement               960           796
after CTS                              986           555
after global routing                   986           576
final                                  986           557
-- cell type report --
class                   instances  share of cell area [%]
multi-input cells              36                    24.5
well taps                      46                    5.84
repair buffers                 42                    42.6
inverters                       4                    1.52
flip-flops and latches         14                    22.8
clock buffers                   4                    2.66
Power is estimated from default activity; no workload was simulated.
